## design/flow/config.mk

```make
export PLATFORM = sky130hd
export DESIGN_NAME = process
export DESIGN_NICKNAME = process
export VERILOG_FILES = /design/flow/design.v
export SDC_FILE = /design/flow/constraint.sdc
export NUM_CORES = 4
export LEC_CHECK = 1
export CORE_UTILIZATION = 50
```

## design/flow/design.v

```verilog
`timescale 1ns / 1ps
module process(
  input clk,  
  input [23:0] in_pix,  
  output reg [5:0] row, col,  
  output reg out_we,  
  output reg [23:0] out_pix,  
  output reg mirror_done,  
  output reg gray_done,  
  output reg filter_done  
);
reg [5:0] state = 0, next_state = 0;
reg [5:0] in_row_mirror;
reg [7:0] gray_value;
reg [23:0] min_val, max_val;
reg [23:0] copy_1, copy_2;
reg [7:0] max_pix = 0, min_pix = 0;
reg freq1, freq2, freq3, freq4, freq5, freq6, freq7, freq8, freq9;
reg[23:0] sum1, sum2, sum_both;
reg[5:0] copy_row, copy_col;
parameter S0 = 0;
parameter S1 = 1;
parameter S2 = 2;
parameter S3 = 3;
parameter S23 = 29;
parameter S4 = 4;
parameter S5 = 5;
parameter S6 = 6;
parameter S7 = 7;
parameter S8 = 8;
parameter S9 = 9;
parameter S10 = 10;
parameter S11 = 11;
parameter S12 = 12;
parameter S13 = 13;
parameter S14 = 14;
parameter S15 = 15;
parameter S_in_between = 28;
parameter Sanother = 27;
parameter Sceva = 26;
parameter Scoord = 25;
always @(posedge clk) begin
	state <= next_state;
end
always @(negedge clk) begin
	case(state)
		S0: begin
			row <= 0;
			col <= 0;
			mirror_done <= 0;
			gray_done <= 0;
			filter_done <= 0;
			next_state <= S1;
		end
		S1: begin
			out_we <= 0;
			copy_1 <= in_pix;
			next_state <= Sanother;
		end
		Sanother: begin
			row <= 63 - row;
			col <= col;
			next_state <= S2;
		end
		S2: begin
			out_we <= 1;
			copy_2 <= in_pix;
			out_pix <= copy_1;
			next_state <= S23;
		end
		S23: begin
		   row <= 63 - row;
			col <= col;
			out_pix <= copy_2;
			next_state <= S3;
		end
		S3: begin
		   out_we = 0;
			if(row == 31 && col == 63) begin
				mirror_done <= 1;
				next_state <= S4;
			end
			else if(col == 63) begin
				col <= 0;
				row <= row + 1;
				next_state <= S1;
			end
			else begin
				col <= col + 1;
				row <= row;
				next_state <= S1;
			end
		end
		S4: begin
			row <= 0;
			col <= 0;
			next_state <= S5;
		end
		S5: begin
			max_pix <= (in_pix[23:16] >= in_pix[15:8] ? in_pix[23:16] : in_pix[15:8]) >= (in_pix[23:16] >= in_pix[7:0] ? in_pix[23:16] : in_pix[7:0]) ? (in_pix[23:16] >= in_pix[15:8] ? in_pix[23:16] : in_pix[15:8]) : (in_pix[23:16] >= in_pix[7:0] ? in_pix[23:16] : in_pix[7:0]);
			min_pix <= (in_pix[23:16] <= in_pix[15:8] ? in_pix[23:16] : in_pix[15:8]) <= (in_pix[23:16] <= in_pix[7:0] ? in_pix[23:16] : in_pix[7:0]) ? (in_pix[23:16] <= in_pix[15:8] ? in_pix[23:16] : in_pix[15:8]) : (in_pix[23:16] <= in_pix[7:0] ? in_pix[23:16] : in_pix[7:0]);
			next_state <= S6;
		end
		S6: begin
			out_we <= 1;
			out_pix[23:16] <= 0;
			out_pix[15:8] <= (max_pix + min_pix)/2;
			out_pix[7:0] <= 0;
			next_state <= Sceva;
		end
		Sceva: begin
			out_we <= 0;
			if(row == 63 && col == 63) begin
				gray_done <= 1;
				next_state <= S7;
			end
			else if(col == 63) begin
				col <= 0;
				row <= row + 1;
				next_state <= S5;
			end
			else begin
				col <= col + 1;
				row <= row;
				next_state <= S5;
			end
		end
		S7: begin
			row <= 0;
			col <= 0;
			next_state <= S8;
		end
		S8: begin
			sum1 <= 0;
			sum2 <= 0;
			sum_both <= 0;
			if(row == 0) begin
				freq1 <= 0;
				freq2 <= 0;
				freq3 <= 0;
				if(col == 0) begin
					freq1 <= 0;
					freq4 <= 0;
					freq7 <= 0;
					freq5 <= 1;
					freq6 <= 1;
					freq8 <= 1;
					freq9 <= 1;
					next_state <= S9;
				end
				else if(col == 63) begin
					freq3 <= 0;
					freq6 <= 0;
					freq9 <= 0;
					freq4 <= 1;
					freq2 <= 1;
					freq5 <= 1;
					freq7 <= 1;
					next_state <= S9;
				end
				else begin
					freq4 <= 1;
					freq7 <= 1;
					freq5 <= 1;
					freq6 <= 1;
					freq8 <= 1;
					freq9 <= 1;
					next_state <= S9;
				end
			end
			else if(row == 63) begin
				freq7 <= 0;
				freq8 <= 0;
				freq9 <= 0;
				if(col == 0) begin
					freq1 <= 0;
					freq4 <= 0;
					freq7 <= 0;
					freq2 <= 1;
					freq3 <= 1;
					freq5 <= 1;
					freq6 <= 1;
					next_state <= S9;
				end
				else if(col == 63) begin
					freq3 <= 0;
					freq6 <= 0;
					freq9 <= 0;
					freq1 <= 1;
					freq2 <= 1;
					freq4 <= 1;
					freq5 <= 1;
					next_state <= S9;
				end
				else begin
					freq1 <= 1;
					freq2 <= 1;
					freq3 <= 1;
					freq4 <= 1;
					freq5 <= 1;
					freq6 <= 1;
					next_state <= S9;
				end
			end
			else begin
				if(col == 0) begin
					freq1 <= 0;
					freq2 <= 1;
					freq3 <= 1;
					freq4 <= 0;
					freq5 <= 1;
					freq6 <= 1;
					freq7 <= 0;
					freq8 <= 1;
					freq9 <= 1;
					next_state <= S9;
				end
				else if(col == 63) begin
					freq1 <= 1;
					freq2 <= 1;
					freq3 <= 0;
					freq4 <= 1;
					freq5 <= 1;
					freq6 <= 0;
					freq7 <= 1;
					freq8 <= 1;
					freq9 <= 0;
					next_state <= S9;
				end
				else begin
					freq1 <= 1;
					freq2 <= 1;
					freq3 <= 1;
					freq4 <= 1;
					freq5 <= 1;
					freq6 <= 1;
					freq7 <= 1;
					freq8 <= 1;
					freq9 <= 1;
					next_state <= S9;
				end
			end
		end
		S9: begin
			if(freq1 > 0) begin
				copy_row <= row;
				copy_col <= col;
				row <= row - 1;
				col <= col - 1;
				freq1 <= 0;
				next_state <= S10;
			end
			else if(freq2 > 0) begin
				copy_row <= row;
				copy_col <= col;
				row <= row - 1;
				col <= col;
				freq2 <= 0;
				next_state <= S10;
			end
			else if(freq3 > 0) begin
				copy_row <= row;
				copy_col <= col;
				row <= row - 1;
				col <= col + 1;
				freq3 <= 0;
				next_state <= S10;
			end
			else if(freq4 > 0) begin
				copy_row <= row;
				copy_col <= col;
				row <= row;
				col <= col - 1;
				freq4 <= 0;
				next_state <= S10;
			end
			else if(freq5 > 0) begin
				sum1 = 9 * in_pix[15:8];
				freq5 <= 0;
				next_state <= S9;
			end
			else if(freq6 > 0) begin
				freq6 <= 0;
				copy_row <= row;
				copy_col <= col;
				row <= row;
				col <= col + 1;
				next_state <= S10;
			end
			else if(freq7 > 0) begin
				freq7 <= 0;
				copy_row <= row;
				copy_col <= col;
				row <= row + 1;
				col <= col - 1;
				next_state <= S10;
			end
			else if(freq8 > 0) begin
				freq8 <= 0;
				copy_row <= row;
				copy_col <= col;
				row <= row + 1;
				col <= col;
				next_state <= S10;
			end
			else if(freq9 > 0) begin
				freq9 <= 0;
				copy_row <= row;
				copy_col <= col;
				row <= row + 1;
				col <= col + 1;
				next_state <= S10;
			end
			else begin
				if(sum1 > sum2) begin
					sum_both = sum1 - sum2;
				end
				else begin
					sum_both = 0;
				end
				next_state <= S_in_between;
			end
		end
		S_in_between: begin
			out_we = 1;
			if(sum_both < 255) begin
				out_pix[23:16] <= sum_both;
			end
			else if(sum_both >= 255) begin
				out_pix[23:16] <= 255;
			end
			next_state <= S11;
		end
		S10: begin
			sum2 <= sum2 + in_pix[15:8];
			next_state <= Scoord;
		end
		Scoord: begin
			row <= copy_row;
			col <= copy_col;
			next_state <= S9;
		end
		S11: begin
			out_we <= 0;
			if(row == 63 && col == 63) begin
				next_state <= S12;
			end
			else if(col == 63) begin
				col <= 0;
				row <= row + 1;
				next_state <= S8;
			end
			else begin
				col <= col + 1;
				row <= row;
				next_state <= S8;
			end
		end
		S12: begin
			row <= 0;
			col <= 0;
			next_state <= S13;
		end
		S13: begin
			out_pix[15:8] <= in_pix[23:16];
			out_we <= 1;
			next_state <= S14;
		end
		S14: begin
			out_pix[23:16] <= 0;
			out_pix[7:0] <= 0;
			next_state <= S15;
		end
		S15: begin
			out_we <= 0;
			if(row == 63 && col == 63) begin
				filter_done <= 1;
			end
			else if(col == 63) begin
				col <= 0;
				row <= row + 1;
				next_state <= S13;
			end
			else begin
				col <= col + 1;
				row <= row;
				next_state <= S13;
			end
		end
	endcase
end
endmodule
```

## design/flow/constraint.sdc

```tcl
current_design process

set clk_period 5.7
set clk_io_pct 0.2

create_clock -name clk0 -period $clk_period [get_ports {clk}]

set non_clock_inputs [all_inputs -no_clocks]
set_input_delay [expr $clk_period * $clk_io_pct] -clock clk0 $non_clock_inputs
set_output_delay [expr $clk_period * $clk_io_pct] -clock clk0 [all_outputs]
```

## design/flow/run.sh

```bash
#!/bin/bash
# OpenROAD 26Q1-2900-gdf79404cd8, Yosys 0.63+post, stock flow scripts
make -C /OpenROAD-flow-scripts/flow DESIGN_CONFIG=/design/flow/config.mk WORK_HOME=/design/flow/orfs finish
```

==> impl_metrics.json <==
{
  "status": "finished with violations",
  "failing_checks": "negative setup slack",
  "netlist_instances": 1083,
  "chip_area_um2": 23690,
  "clkSinkCount": 195,
  "pwr_density_cell_nw_per_um2": 247.8,
  "synth.yosys.chip_area_um2": 11540,
  "cts_inserted_buffers": 17,
  "port_buffers": 64,
  "synthesis.yosys.warnings": 1,
  "place_congestion": 0.9371,
  "floorplanUtilization_pct": 50.96,
  "yosys_register_bits": 195,
  "design.core.area_um2": 22640,
  "cp_data_required_time_ns": 3.04,
  "nFillCells": 1602,
  "detail_route.drc_violations": 0,
  "globalRouteTotalUtil_pct": 28.11,
  "total_wire_length_um": 30540,
  "vias_in_the_first_global_route": 9960,
  "clkTransAtPathRegs_ns": 0.03,
  "drive_above_1_share_pct": 24.87,
  "ys_seq_share_pct": 50.32,
  "top_area_cell": "sky130_fd_sc_hd__edfxtp_1",
  "first_iter_violations": 583,
  "number_of_buffers_inserted_for_hold_repair_after_clock_tree_synthesis": 0,
  "setup_viol": 16,
  "hold_path.class": "reg -> reg",
  "drt_pre_antenna_iters": 5,
  "die_y_um": 153.9,
  "final_max_slew_viol_count": 0,
  "ios": 65,
  "warnings": 222,
  "timing.max_cap.violations": 0,
  "dpl.cell_count": 1549,
  "power_leakage_uw": 0.006718,
  "hpwlAfterDp_um": 21140,
  "dp_slack_ns": -1.883,
  "worstPathArrival_ns": 3.96,
  "htree_levels": 4,
  "avgSynthCellArea_um2": 10.65,
  "synth_to_final_area_change_pct": 37.88,
  "synth-edff-count": 190,
  "grt_pass1_wl_um": 48490,
  "vias_per_cell": 5.495,
  "floorplan.rows": 55,
  "latency_at_later_pin_ns": 0.48,
  "synth.cells.most_frequent": "sky130_fd_sc_hd__edfxtp_1, sky130_fd_sc_hd__nor2_1, sky130_fd_sc_hd__nand2_1",
  "report.final.hold_viol_count": 0,
  "syn-cell-area_um2": 11540,
  "critPathLaunchType": "input port",
  "synth_top_flop_cell": "sky130_fd_sc_hd__edfxtp_1",
  "vdd_drop_max_mv": 0.2305,
  "route.antenna.remaining_nets": 0,
  "layout_setup_ws_ns": -0.9248,
  "comb_area_um2": 5988,
  "cp-end-kind": "flip-flop",
  "synth-async-reset-ratio_pct": 0,
  "detail_route.antenna_diodes": 0,
  "num_vias": 9963,
  "netlist.area_leader.share_pct": 49.45,
  "yosys_cell_count": 1083,
  "antenna_violations_before_repair": 0,
  "grt_overflow_total": 0,
  "finalNonFillerCells": 1813,
  "final_util_pct": 70.26,
  "timing.critical_path.fanout_max": 8,
  "cts_max_path_buffers": 2,
  "register_area_um2": 5806,
  "report.power.total_uw": 3942,
  "yosys.cell_types.count": 78,
  "yosys-top-cells-area": "sky130_fd_sc_hd__edfxtp_1, sky130_fd_sc_hd__ha_1, sky130_fd_sc_hd__nor2_1",
  "clock_tree_from_tritoncts": "yes",
  "routedWlPerCell_um": 16.85,
  "worst_pin_slew_ns": 0.7276,
  "cts_root_buf": "sky130_fd_sc_hd__clkbuf_16",
  "die_x_um": 153.9,
  "grt_setup_unrepaired": "yes",
  "timing_worst_setup_path_type": "in -> reg",
  "timing.clock.skew_ns": 0.04605,
  "grt_max_degree": 27,
  "slew_headroom_pct": 51.04,
  "synth_top_cell_by_count": "sky130_fd_sc_hd__edfxtp_1"
}
[path summary, 6_finish.rpt]
kind | start | endpoint | slack, ns | depth (start not counted)
hold / removal | copy_row[0] | row[0] | 0.51 | 2
setup / recovery | in_pix[17] | min_pix[7] | -0.92 | 17
hold reg to reg | copy_row[0] | row[0] | 0.51 | 2
setup reg to reg | state[2] | row[1] | 0.52 | 7
[cells by family after synthesis]
| family | count (synthesis) | share of synthesized area, % |
|---|---|---|
| muxes | 21 | 1.854 |
| xor gates and xnor gates | 44 | 3.340 |
| AOI/OAI and AO/OA | 265 | 15.86 |
| adders and majority gates | 79 | 8.828 |
| DFF | 195 | 50.32 |
| and+or+nand+nor | 382 | 16.27 |
| other | 1 | 0.03250 |
| buffers and inverters | 96 | 3.503 |
[cells in the final DEF, fill, tap and decap left out, drive strengths merged, types with 6 or more instances in the layout]
cell	n
inv	253
buf	211
edfxtp	190
nor2	104
nand2	94
ha	75
o21ai	71
a21oi	60
nor3	44
clkdlybuf4s50	40
nand3	34
xor2	25
clkbuf	22
mux2i	21
xnor2	19
a21o	18
nand4	15
nor4	14
o21a	14
and3	14
nor2b	14
a22o	13
nand2b	12
a32oi	11
a221oi	10
o221ai	9
and2	9
a31oi	8
o31ai	8
o211ai	6
conb	6
clkinv	6
[cell type report]
class	instances	area share (%)
Clock buffer	17	2.674
Sequential cell	195	36.50
Multi-Input combinational cell	797	37.64
Inverter	55	1.392
Tap cell	285	2.242
Clock inverter	205	5.868
Timing Repair Buffer	259	13.69
[through the flow]
stage | setup TNS [ns] | hold WS, ns | area (um^2)
finish | -14.37 | 0.5089 | 15910
global route | -16.41 | 0.5389 | 15910
CTS | -13.08 | 0.5137 | 15620
detailed placement | -51.06 | 0.5047 | 13650
global placement | -49.46 | 0.4997 | 13650
floorplan | -19.84 | 0.4206 | 11670
[state kept, by name, summed over array words and instances, names as in the netlist, 5 cells and up]
name,flops
copy_1,24
copy_2,24
out_pix,24
sum2,24
sum_both,24
sum1,12
max_pix,8
min_pix,8
col,6
copy_col,6
copy_row,6
row,6
next_state,5
state,5
[timing repair]
action	4_1_cts	5_1_grt
pin swaps	40	37
setup buffers	33	11
setup endpoints to repair	40	34
resized	165	70
[layer usage]
metal / share of wire [%] / track usage, % / vias up
met1: 44 / 41.96 / 4604
li1: - / - / 4944
met5: 0 / 0 / -
met4: 2.2 / 9.143 / 0
met3: 8.7 / 10.74 / 52
met2: 45 / 40.48 / 363
[report_power, final]
| group | internal, uW | switching (uW) | total [uW] |
|---|---|---|---|
| Sequential | 1580 | 0 | 1580 |
| Combinational | 304 | 291 | 595 |
| Clock | 797 | 967 | 1760 |
| Total | 2680 | 1260 | 3940 |
[worst max-delay path, stage by stage]
cell                       delay, ns
sky130_fd_sc_hd__buf_4          0.15
sky130_fd_sc_hd__ha_4           0.29
sky130_fd_sc_hd__nand2b_4       0.06
sky130_fd_sc_hd__a21oi_4        0.18
sky130_fd_sc_hd__nor2_2         0.07
sky130_fd_sc_hd__o31ai_2        0.28
sky130_fd_sc_hd__buf_4          0.20
sky130_fd_sc_hd__buf_12         0.11
sky130_fd_sc_hd__mux2i_2        0.19
sky130_fd_sc_hd__ha_1           0.26
sky130_fd_sc_hd__nor2b_2        0.16
sky130_fd_sc_hd__o21ai_2        0.14
sky130_fd_sc_hd__a21oi_2        0.09
sky130_fd_sc_hd__o22ai_4        0.16
sky130_fd_sc_hd__mux2i_4        0.28
sky130_fd_sc_hd__buf_12         0.15
sky130_fd_sc_hd__a221oi_2       0.06
